==> design.v <==
`timescale 1ns/1ps
module SUB( output reg [3:0] output_data, input [3:0] input_data);  
always @(input_data) begin
    case(input_data)
            4'h0: output_data = 4'hC;
            4'h1: output_data = 4'h5;
            4'h2: output_data= 4'h6;
            4'h3: output_data= 4'hB;
            4'h4: output_data= 4'h9;
            4'h5: output_data = 4'h0;
            4'h6: output_data = 4'hA;
            4'h7: output_data = 4'hD;
            4'h8: output_data = 4'h3;
            4'h9: output_data = 4'hE;
            4'hA: output_data = 4'hF;
            4'hB: output_data = 4'h8;
            4'hC: output_data = 4'h4;
            4'hD: output_data = 4'h7;
            4'hE: output_data = 4'h1;
            4'hF: output_data = 4'h2;
    endcase 
end
endmodule 
module PERM(output[63:0] output_data, input[63:0] input_data);
assign output_data[0]  = input_data[0];
assign output_data[16]  = input_data[1];
assign output_data[32]  = input_data[2];
assign output_data[48]  = input_data[3];
assign output_data[1]  = input_data[4];
assign output_data[17]  = input_data[5];
assign output_data[33]  = input_data[6];
assign output_data[49]  = input_data[7];
assign output_data[2]  = input_data[8];
assign output_data[18]  = input_data[9];
assign output_data[34] = input_data[10];
assign output_data[50] = input_data[11];
assign output_data[3] = input_data[12];
assign output_data[19] = input_data[13];
assign output_data[35] = input_data[14];
assign output_data[51] = input_data[15];
assign output_data[4] = input_data[16];
assign output_data[20] = input_data[17];
assign output_data[36] = input_data[18];
assign output_data[52] = input_data[19];
assign output_data[5] = input_data[20];
assign output_data[21] = input_data[21];
assign output_data[37] = input_data[22];
assign output_data[53] = input_data[23];
assign output_data[6] = input_data[24];
assign output_data[22] = input_data[25];
assign output_data[38] = input_data[26];
assign output_data[54] = input_data[27];
assign output_data[7] = input_data[28];
assign output_data[23] = input_data[29];
assign output_data[39] = input_data[30];
assign output_data[55] = input_data[31];
assign output_data[8] = input_data[32];
assign output_data[24] = input_data[33];
assign output_data[40] = input_data[34];
assign output_data[56] = input_data[35];
assign output_data[9] = input_data[36];
assign output_data[25] = input_data[37];
assign output_data[41] = input_data[38];
assign output_data[57] = input_data[39];
assign output_data[10] = input_data[40];
assign output_data[26] = input_data[41];
assign output_data[42] = input_data[42];
assign output_data[58] = input_data[43];
assign output_data[11] = input_data[44];
assign output_data[27] = input_data[45];
assign output_data[43] = input_data[46];
assign output_data[59] = input_data[47];
assign output_data[12] = input_data[48];
assign output_data[28] = input_data[49];
assign output_data[44] = input_data[50];
assign output_data[60] = input_data[51];
assign output_data[13] = input_data[52];
assign output_data[29] = input_data[53];
assign output_data[45] = input_data[54];
assign output_data[61] = input_data[55];
assign output_data[14] = input_data[56];
assign output_data[30] = input_data[57];
assign output_data[46] = input_data[58];
assign output_data[62] = input_data[59];
assign output_data[15] = input_data[60];
assign output_data[31] = input_data[61];
assign output_data[47] = input_data[62];
assign output_data[63] = input_data[63];
endmodule
module encrypt(plaintext,key,reset,ciphertext,ready,clk);
input [63:0] plaintext;
input [79:0] key;
input reset;
output [63:0] ciphertext;
output reg ready;
input clk;
reg [63:0] data_register;
reg [79:0] masterkey;
reg[4:0] round;
wire [79:0] next_roundkey;
wire[63:0] permutation_data;
wire[63:0] substitution_data;
SUB s1(.output_data(substitution_data[3:0]),.input_data(ciphertext[3:0]));
SUB s2(.output_data(substitution_data[7:4]),.input_data(ciphertext[7:4]));
SUB s3(.output_data(substitution_data[11:8]),.input_data(ciphertext[11:8]));
SUB s4(.output_data(substitution_data[15:12]),.input_data(ciphertext[15:12]));
SUB s5(.output_data(substitution_data[19:16]),.input_data(ciphertext[19:16]));
SUB s6(.output_data(substitution_data[23:20]),.input_data(ciphertext[23:20]));
SUB s7(.output_data(substitution_data[27:24]),.input_data(ciphertext[27:24]));
SUB s8(.output_data(substitution_data[31:28]),.input_data(ciphertext[31:28]));
SUB s9(.output_data(substitution_data[35:32]),.input_data(ciphertext[35:32]));
SUB s10(.output_data(substitution_data[39:36]),.input_data(ciphertext[39:36]));
SUB s11(.output_data(substitution_data[43:40]),.input_data(ciphertext[43:40]));
SUB s12(.output_data(substitution_data[47:44]),.input_data(ciphertext[47:44]));
SUB s13(.output_data(substitution_data[51:48]),.input_data(ciphertext[51:48]));
SUB s14(.output_data(substitution_data[55:52]),.input_data(ciphertext[55:52]));
SUB s15(.output_data(substitution_data[59:56]),.input_data(ciphertext[59:56]));
SUB s16(.output_data(substitution_data[63:60]),.input_data(ciphertext[63:60]));
PERM p1(.output_data(permutation_data),.input_data(substitution_data));
SUB key_substitution(.output_data(next_roundkey[79:76]), .input_data(masterkey[18:15]));
assign next_roundkey[14:0] = masterkey[33:19];               
assign next_roundkey[19:15] = masterkey[38:34] ^ round;        
assign next_roundkey[60:20] = masterkey[79:39];
assign next_roundkey[75:61] = masterkey[14:0];
assign ciphertext=data_register^masterkey[79:16];
always@(posedge clk)
begin
    if (reset)
    begin
        data_register<=plaintext;
        masterkey<=key;
        ready<=1'b0;
        round<=1;
    end
    if(!reset && !ready)
    begin
        masterkey<=next_roundkey;
        data_register<=permutation_data;
        round=round+1;
        if (round==0)
        begin
            ready<=1;
        end
    end
end
endmodule
==> run.sh <==
#!/bin/bash
# OpenROAD 26Q1-2900-gdf79404cd8, Yosys 0.63+post, stock flow scripts
make -C /OpenROAD-flow-scripts/flow DESIGN_CONFIG=/design/flow/config.mk WORK_HOME=/design/flow/orfs finish
==> config.mk <==
export PLATFORM = sky130hd
export DESIGN_NAME = encrypt
export DESIGN_NICKNAME = encrypt
export VERILOG_FILES = /design/flow/design.v
export SDC_FILE = /design/flow/constraint.sdc
export NUM_CORES = 4
export LEC_CHECK = 1
export CORE_UTILIZATION = 40
==> constraint.sdc <==
current_design encrypt

set clk_period 17.4
set clk_io_pct 0.2

create_clock -name clk0 -period $clk_period [get_ports {clk}]

set non_clock_inputs [all_inputs -no_clocks]
set_input_delay [expr $clk_period * $clk_io_pct] -clock clk0 $non_clock_inputs
set_output_delay [expr $clk_period * $clk_io_pct] -clock clk0 [all_outputs]
==> impl_metrics.ini <==
; flow metrics
[detailed_routing]
vias = 7254
num_antenna_cells = 0
wl_per_cell_um = 17.68
via_per_inst = 4.852
drtIter0Drc = 468
antenna_left = 0
drc_errors = 0
routed_wl_mm = 26.43
dr.pass1.iters = 5

[power_and_ir_drop]
seq_power_share_pct = 27.9
pwr_density_cell_nw_per_um2 = 174.1
p_int_uw = 1410
clockPowerShare_pct = 16.0
ir_worst_vdd_uv = 88.10
p_switching_uw = 847.2
p_sw_share_pct = 37.53
p_comb_share_pct = 56.1
power.leakage_uw = 0.005623
power.total_uw = 2258

[clocking]
clock-sinks = 154
cts_buffer_depth = 2
clk_pin_slew_worst_paths_ns = 0.06
cts-root-buf = clkbuf_16
cts_tree = built
cts_resized = 0
postCtsHoldBufs = 0
post_cts_buffers = 0
htreeDepth = 4
insertion_delay_ns = 0.42
cts_made_buffers = 17

[finish]
logic_area_um2 = 4928
final_common_cell = nand2_1
regArea_um2 = 4574
mostFrequentLayoutCells = 322 x nand2_1, 210 x clkdlybuf4s50_1, 149 x edfxtp_1
drive_gt1_share_pct = 7.430
nFillCells = 2176
syn_to_final_growth_pct = 30.06

[die]
ioPinCount = 211
die_x_um = 159.9
fp.dieH_um = 159.9
rows = 57
dieArea_um2 = 25560
core_area_um2 = 24390
fp-utilization_pct = 40.87

[hold_path]
hp-class = register to register

[worst_setup_path]
cp_common_cell = buf_4
cp.required_ns = 17.53
crit_path_start_kind = input pin
crit_chain = clkdlybuf4s50_1 -> or2_4 -> buf_4 -> buf_4 -> o21ai_0
end_kind = register
path_delay_family = buffers and inverters
crit_type = input pin to register
critPathBufInv = 3
crit_fanout = 87
slowest_delay_ns = 0.74
slowest_stage = buf_4
worstPathArrival_ns = 6.29

[synthesis]
ys_ff = 154
synth-edff-count = 149
syn-mean-instance-area_um2 = 10.45
synth_cell_types = 40
synth_warnings = 2
yosysSeqAreaShare_pct = 45.89
synthesis.area_um2 = 9968
ff_type = edfxtp_1
ys_area_um2 = 9968
synth_stat.cells = 954
synthCells = 954
async_flop_share_pct = 0

[global_routing]
grt_max_degree = 88
first_global_vias = 7044
antenna_found_initial = 1
grt_pass1_wl_mm = 39.60
grt.total_usage_pct = 22.06
overflow = 0

[timing]
fin_worst_skew_ns = 0.01001
fin_crit_ns = 6.161
finalHoldViolCount = 0
period_used_pct = 35.41
setup_viol = 0
fmaxAchievable_ghz = 0.1623
tightest_slew_ns = 0.8042
rsz0062_at_grt = no
final-max-slew-violation-count = 0
slew_headroom_pct = 46.38
setup_tns_ns = 0

[placed_design]
place_congestion = 0.8538
hpwl_mm = 20.17
io_buffers = 210

[run_status]
outcome = finished clean

[flow_run]
tool_warnings = 94
maxCapViolations = 0
==> tightest hold or removal path, delay by kind of cell, from the launching register on <==
family	cells	cell delay [ns]
simple gates	2	0.10
flops	1	0.31
==> cells by family after synthesis <==
family	count (synthesis)	share of synthesized area (%)
simple gates	353	13.88
mux	79	12.05
compound gates	75	4.368
buf+inv	117	4.770
fa+ha+maj	87	10.92
xor+xnor	89	8.121
flops	154	45.89
==> metrics by stage <==
| step | instances | hold WS (ns) | utilization (%) | area [µm²] | setup WS [ns] |
|---|---|---|---|---|---|
| 6_report | 1495 | 0.5114 | 53.15 | 12960 | 11.24 |
| 5_1_grt | 1495 | 0.5314 | 53.15 | 12960 | 10.97 |
| 4_1_cts | 1495 | 0.5142 | 53.15 | 12960 | 11.24 |
| 3_5_place_dp | 1463 | 0.4924 | 50.79 | 12390 | 10.80 |
| 3_3_place_gp | 1463 | 0.4876 | 50.79 | 12390 | 10.86 |
| 2_1_floorplan | 954 | 0.4673 | - | 9968 | 9.503 |
==> power by group through the flow <==
stage | sequential, µW | clock (µW) | combinational [µW]
after global routing | 642 | 383 | 1410
final | 630 | 362 | 1270
after CTS | 631 | 369 | 1290
==> Yosys cell counts, types with 2 or more instances <==
cell,instances,area [µm²]
buf_2,15,75.07
nand2b_1,4,25.02
clkbuf_1,16,60.06
ha_1,87,1089
mux2_2,7,78.83
nor3b_1,2,15.01
nor3_1,16,80.08
dfxtp_1,5,100.1
xor2_1,16,140.1
xor2_2,3,48.80
buf_6,2,22.52
inv_1,83,311.6
nand3_1,2,10.01
mux4_2,32,720.7
edfxtp_1,149,4474
mux2i_1,39,390.4
a21oi_1,17,85.08
xnor2_1,69,604.3
o21ai_0,47,235.2
nand2_1,322,1209
nor2b_1,2,12.51
==> registers in the layout (all words and copies together) (netlist names) <==
register,count
data_register,64
round,5
masterkey,80
key_substitution.output_data,4
ready,1
==> routing by layer <==
layer  share of wire (%)  track usage, %  wire [µm]  vias to the layer above
met1                  42           32.53      11070                     3394
li1                    -               -          -                     3605
met2                  47           34.14      12500                      242
met4                0.66           1.429        174                        2
met3                  10           8.867       2661                       11
met5               0.049               0         13                        -
==> final timing paths <==
path                                                 from                           to  slack [ns]  depth (start not counted)
setup / recovery                                    reset  data_register[29]$_DFFE_PN_       11.24                          5
hold / removal    key_substitution.output_data[1]$_DFF_P_      masterkey[77]$_DFFE_PN_        0.51                          2
setup reg to reg                            ready$_DFF_P_  data_register[29]$_DFFE_PN_       14.54                          4
hold reg to reg   key_substitution.output_data[1]$_DFF_P_      masterkey[77]$_DFFE_PN_        0.51                          2
==> area by class of cell <==
| type | count | share of cell area (%) |
|---|---|---|
| clock buffer | 18 | 3.310 |
| clock inverter | 14 | 1.139 |
| inverter | 84 | 2.451 |
| multi-input combinational | 683 | 38.01 |
| sequential | 154 | 35.28 |
| tap | 324 | 3.127 |
| timing repair buffer | 218 | 16.68 |
Power and IR drop assume default switching activity.
